--- design/flow/config.mk ---
export PLATFORM = sky130hd
export DESIGN_NAME = disp_hex_mux
export DESIGN_NICKNAME = disp_hex_mux
export VERILOG_FILES = /design/flow/design.v
export SDC_FILE = /design/flow/constraint.sdc
export NUM_CORES = 4
export LEC_CHECK = 1
export CORE_AREA = 10 10 112 112
export DIE_AREA = 0 0 122 122
--- design/flow/design.v ---
module disp_hex_mux
    (
    input  wire      clk, reset_n,
    input  wire      active, mesg,
    input  wire[3:0] hex3, hex2, hex1, hex0,
    input  wire[3:0] dp_in,
    output reg[3:0]  an,
    output reg[7:0]  sseg
    );
    localparam N = 18;
    reg[N-1:0]  q_reg;
    wire[N-1:0] q_next;
    reg[3:0]    hex_in;
    reg         dp;
    always @(posedge clk, negedge  reset_n)
        if (!reset_n)
            q_reg <= 0;
        else
            q_reg <= q_next;
    assign q_next = q_reg + 1;
    always @*
        case (q_reg[N-1:N-2])
            2'b00:
                begin
                    an     = 4'b1110;
                    hex_in = hex0;
                    dp     = dp_in[0];
                end
            2'b01:
                begin
                    an   = 4'b1101;
                    hex_in = hex1;
                    dp     = dp_in[1];
                end
            2'b10:
                begin
                    an   = 4'b1011;
                    hex_in = hex2;
                    dp     = dp_in[2];
                end
            default:
                begin
                    an   = 4'b0111;
                    hex_in = hex3;
                    dp     = dp_in[3];
                end
        endcase
    always @*
    begin
        if (active)
            if (mesg)
                case (an)
                    4'b1110: sseg[7:0] = 8'b11111111;  
                    4'b1101: sseg[7:0] = 8'b11001111;  
                    4'b1011: sseg[7:0] = 8'b11001000;  
                    4'b0111: sseg[7:0] = 8'b11111111;  
                    default: sseg[7:0] = 8'b11111111;  
                endcase
            else
                begin
                    case (hex_in)
                        4'h0: sseg[6:0] = 7'b0000001;
                        4'h1: sseg[6:0] = 7'b1001111;
                        4'h2: sseg[6:0] = 7'b0010010;
                        4'h3: sseg[6:0] = 7'b0000110;
                        4'h4: sseg[6:0] = 7'b1001100;
                        4'h5: sseg[6:0] = 7'b0100100;
                        4'h6: sseg[6:0] = 7'b0100000;
                        4'h7: sseg[6:0] = 7'b0001111;
                        4'h8: sseg[6:0] = 7'b0000000;
                        4'h9: sseg[6:0] = 7'b0000100;
                        4'ha: sseg[6:0] = 7'b0001000;
                        4'hb: sseg[6:0] = 7'b1100000;
                        4'hc: sseg[6:0] = 7'b0110001;
                        4'hd: sseg[6:0] = 7'b1000010;
                        4'he: sseg[6:0] = 7'b0110000;
                        default: sseg[6:0] = 7'b0111000;   
                    endcase
                    sseg[7] = dp;
                end
        else
            sseg[7:0] = 8'b11111111;
    end
endmodule
--- design/flow/constraint.sdc ---
current_design disp_hex_mux

set clk_period 2.6
set clk_io_pct 0.2

create_clock -name clk0 -period $clk_period [get_ports {clk}]

set non_clock_inputs [all_inputs -no_clocks]
set_input_delay [expr $clk_period * $clk_io_pct] -clock clk0 $non_clock_inputs
set_output_delay [expr $clk_period * $clk_io_pct] -clock clk0 [all_outputs]
--- design/flow/run.sh ---
#!/bin/bash
# OpenROAD 26Q1-2900-gdf79404cd8, Yosys 0.63+post, stock flow scripts
make -C /OpenROAD-flow-scripts/flow DESIGN_CONFIG=/design/flow/config.mk WORK_HOME=/design/flow/orfs finish
==> ci_impl_report.md <==
## PnR job results

| Metric | Value |
|---|---|
| PwrDens | `286 nW/um2` |
| Setup Total Neg Slack | `-1.58 ns` |
| Final Skew | `roughly 0.00052 ns` |
| Cell Area, Synth | `between 1000 and 1500 um2` |
| DR DRC count | `0` |
| Fin crit share | `1.12` |
| Grt total ovfl | `0` |
| Yosys warns | `1` |
| Adder-cell share of the synthesized area | `0.120` |
| Most numerous logic cell after layout | `clkdlybuf4s50_1` |
| Clock buffer depth | `2` |
| Final setup viols | `7` |
| Min Tclk post-route | `between 2 and 3 ns` |
| First-pass GRT wire length | `6130 um` |
| Simple share | `0.191` |
| Critical path arrival | `2.38 ns` |
| Ao+oa area frac | `0.132` |
| Reg clk slew, reported paths | `0.07 ns` |
| Yosys reg bits | `18` |
| Overall Global Routing Usage | `0.0499` |
| # Max-Cap Violations | `0` |
| Starting DRT DRC Count | `90` |
| Sink Count | `18` |
| Clock Latency Late Sink | `approximately 0.25 ns` |
| Final wirelength | `3910 um` |
| I/O pins | `36` |
| Chip width | `approximately 120 um` |
| DIE HEIGHT | `122 um` |
| 1st-pass router iterations | `4` |
| Worst vdd ir | `0.410 mV` |
| Synth Seq Share | `0.359` |
| Cells after synthesis | `between 100 and 150` |
| XOR/XNOR Fraction of Synth Area | `0.112` |
| Design Area, Final | `2320 um2` |
| Starting Density | `0.123` |
| DP Wirelength | `~2800 um` |
| RSZ-0062 raised after global routing | `yes` |
| Row cnt | `37` |
| HP Class | `flop to flop` |
| Antenna cell count | `0` |
| Port Buffer Count | `35` |
| Area delta synth->final | `84.9%` |
| Clock root buffer | `clkbuf_8` |
| CP max FO | `4` |
| Post-route ant nets | `0` |
| Initial antenna violation count | `0` |
| # Cells Yosys | `about 130` |
| Rel. slew slack | `0.475` |
| Area leader, netlist | `dfrtp_1` |
| Total power draw | `0.000665 W` |
| Vias in the first global route | `1232` |
| Main logic family | `simple AND/OR/NAND/NOR gates` |
| CTS buffer count | `3` |
| Log Warnings | `36` |
| Hold_buf cts | `0` |
| Gpl congestion | `0.913` |
| P_leak | `0.992 nW` |
| Violated checks | `setup timing` |
| Critical Setup Path Class | `input port to output pin` |
| Die area | `14900 um2` |
| Unique cell types | `34` |
| Post-DP Area | `1930 um2` |
| Crit path capture type | `output pin` |
| Post-synth mux share | `0.0448` |
| CTS H-tree lvls | `1` |
| CTS tree | `yes` |
| Final slew viol count | `0` |
| WL/cell | `11.4 um` |
| Worst path required time | `2.08 ns` |
| Max-area cell share | `0.359` |
| PnR worst setup slack | `-0.303 ns` |
| Final hold violation count | `0` |
| Biggest area cells | `dfrtp_1 36%, ha_1 12%, xnor2_1 8.4%` |
| CP Launch Type | `input port` |
| Core area | `10200 um2` |
| Largest net degree at the start of global routing | `19` |
| Via density | `3.72` |
| Syn avg cell area | `about 9.6 um2` |
| Actual slew at the worst max-slew pin | `between 0.7 and 0.8 ns` |
| Via count | `1278` |
| Most instantiated logic cells after routing | `27 x clkdlybuf4s50_1, 25 x buf_4, 17 x dfrtp_1` |
| Layout cell share with drive strength beyond 1 | `0.428` |
| Yosys stat area | `1260 um2` |
| Status | `finished, violations left` |
| Largest register FFs | `18` |
| Peak Freq | `roughly 340 MHz` |
-- power by group --
group          switching [W]  total (W)  internal (W)
combinational      0.0000650   0.000159     0.0000936
clock              0.0000921   0.000227      0.000134
sequential                 0   0.000280      0.000280
-- Yosys cell counts --
cell and number:
and3_1 3, inv_2 1, o21ai_0 4, a222oi_1 5, o211ai_2 1, nor2_1 8, nand4_1 3, and4_1 1
dfrtp_1 18, ha_1 12, o31ai_1 1, a211oi_2 1, nand2b_4 1, nor2b_1 2, a21oi_1 5, a31oi_1 1
nand2_1 14, nand3_1 7, or3_1 1, nor2_2 1, a221oi_2 1, buf_4 1, and3_2 1, mux2i_2 1
xnor2_1 12, a32oi_1 1, mux2i_1 2, nor3_1 1, xor2_1 4, nand2b_1 2, a2bb2oi_1 1, inv_1 11
nor3b_2 1, mux2_2 2
-- cell type report --
class / count / area (um2)
Timing Repair Buffer: 74 / 676
Tap cell: 136 / 170
Clock buffer: 4 / 55.1
Multi-Input combinational cell: 100 / 922
Inverter: 12 / 47.5
Sequential cell: 18 / 452
Fill cell: 1053 / 7910
-- routing by layer --
layer	track usage	vias up	routed length (um)
met4	0.00373	0	22
met5	0	-	0
li1	-	617	-
met2	0.0690	52	1540
met1	0.0750	605	1920
met3	0.0183	4	427
-- critical path, cell delays in order --
cell,delay [ns]
clkdlybuf4s50_1,0.42
a222oi_1,0.32
nand2_1,0.14
o21ai_4,0.10
inv_2,0.07
ha_2,0.22
inv_2,0.07
o211ai_2,0.10
buf_4,0.15
a21oi_2,0.11
a211oi_2,0.04
buf_2,0.12
-- through the flow --
stage | setup WS [ns] | cells | hold slack, ns | util
2_1_floorplan | 0.0136 | 131 | 0.224 | -
3_3_place_gp | -0.684 | 322 | 0.454 | 0.188
3_5_place_dp | -0.705 | 322 | 0.457 | 0.188
4_1_cts | -0.338 | 341 | 0.472 | 0.219
5_1_grt | -0.456 | 344 | 0.490 | 0.227
6_report | -0.303 | 344 | 0.467 | 0.227
-- worst paths after layout --
check | startpoint | endpoint | slack (ns) | cells past startpoint
max | hex2[0] | sseg[0] | -0.30 | 12
min | q_reg[10]$_DFF_PN0_ | q_reg[10]$_DFF_PN0_ | 0.47 | 1
max reg2reg | q_reg[7]$_DFF_PN0_ | q_reg[17]$_DFF_PN0_ | 1.14 | 5
min reg2reg | q_reg[10]$_DFF_PN0_ | q_reg[10]$_DFF_PN0_ | 0.47 | 1
max in group asynchronous | reset_n | q_reg[17]$_DFF_PN0_ | 1.34 | 1
min in group asynchronous | reset_n | q_reg[2]$_DFF_PN0_ | 0.72 | 1
-- logic make-up (layout without fill, tap and decap cells) --
group	after synthesis	count (layout)
fa+ha+maj	12	12
compound gates	21	21
xor+xnor	16	16
buf+inv	13	90
simple gates	46	46
mux	5	5
flops	18	18
-- what timing repair did --
item                                    CTS  global route
resized                                  65            16
pin swaps                                18            12
gates cloned                              0             0
endpoints found under the hold margin     0             0
buffers inserted                         16             5
endpoints found under the setup margin    7             8
Power figures rest on the tool's default switching activity, not on a simulated workload.
