==> flow/design.v <==
module disp_mux
    (
    input  wire      clk, reset,
    input  wire[7:0] in3, in2, in1, in0,
    output reg[3:0]  an,
    output reg[7:0]  sseg
    );
    localparam N = 19;
    reg[N-1:0]  q_reg;
    wire[N-1:0] q_next;
    always @(posedge clk, posedge reset)
        if (reset)
            q_reg <= 0;
        else
            q_reg <= q_next;
    assign q_next = q_reg + 1;
    always @*
        case (q_reg[N-1:N-2])
            2'b00:
                begin
                    an   = 4'b1110;
                    sseg = in0;
                end
            2'b01:
                begin
                    an   = 4'b1101;
                    sseg = in1;
                end
            2'b10:
                begin
                    an   = 4'b1011;
                    sseg = in2;
                end
            default:
                begin
                    an   = 4'b0111;
                    sseg = in3;
                end
        endcase
endmodule
module heart_beat
(
	input clk,reset_n,
	output [3:0] sel,
	output [7:0] sseg
);
localparam N=694_444;
reg [7:0] led3,led2,led1,led0;
reg [21:0] time_counter_reg,time_counter_next;
reg [1:0] pos_reg,pos_next;
disp_mux disp_unit
        (.clk(clk), .reset(1'b0), .in0(led0), .in1(led1),
         .in2(led2), .in3(led3), .an(sel), .sseg(sseg));
always @(posedge clk or negedge reset_n)
begin
	if(!reset_n)
	begin
		time_counter_reg <= 0;
		pos_reg <= 0;
	end
	else
	begin
		time_counter_reg <= time_counter_next;
		pos_reg <= pos_next;
	end
end
always @*
begin
	if(time_counter_reg == N-1)
		time_counter_next = 0;
	else
		time_counter_next = time_counter_reg + 1;
end
always @*
begin
	if(time_counter_reg == N-1)
	begin
		pos_next = (pos_reg==2'b10)? 0 : pos_reg + 1;
	end
	else
		pos_next = pos_reg;
end
    always @*
    begin
        case (pos_reg)
            2'b00:
                begin
                    led0 = 8'b1111_1111;
                    led1 = 8'b1111_1001;
                    led2 = 8'b1100_1111;
                    led3 = 8'b1111_1111;
                end
            2'b01:
                begin
                    led0 = 8'b1111_1111;
                    led1 = 8'b1100_1111;
                    led2 = 8'b1111_1001;
                    led3 = 8'b1111_1111;
                end
            2'b10:
                begin
                    led0 = 8'b1100_1111;
                    led1 = 8'b1111_1111;
                    led2 = 8'b1111_1111;
                    led3 = 8'b1111_1001;
                end  
            default:   
                begin
                    led0 = 8'b1111_1111;
                    led1 = 8'b1111_1111;
                    led2 = 8'b1111_1111;
                    led3 = 8'b1111_1111;
                end
       endcase
    end
endmodule
==> flow/run.sh <==
#!/bin/bash
# OpenROAD 26Q1-2900-gdf79404cd8, Yosys 0.63+post, stock flow scripts
make -C /OpenROAD-flow-scripts/flow DESIGN_CONFIG=/design/flow/config.mk WORK_HOME=/design/flow/orfs finish
==> flow/config.mk <==
export PLATFORM = sky130hd
export DESIGN_NAME = heart_beat
export DESIGN_NICKNAME = heart_beat
export VERILOG_FILES = /design/flow/design.v
export SDC_FILE = /design/flow/constraint.sdc
export NUM_CORES = 4
export LEC_CHECK = 1
export CORE_UTILIZATION = 40
==> flow/constraint.sdc <==
current_design heart_beat

set clk_period 5.1
set clk_io_pct 0.2

create_clock -name clk0 -period $clk_period [get_ports {clk}]

set non_clock_inputs [all_inputs -no_clocks]
set_input_delay [expr $clk_period * $clk_io_pct] -clock clk0 $non_clock_inputs
set_output_delay [expr $clk_period * $clk_io_pct] -clock clk0 [all_outputs]
==> results_dict.tcl <==
# implementation run metrics
set metrics [dict create \
    cts_tree "done" \
    synth_dominant_cell_count "xnor2_1" \
    cpLargestDelayFamily "buffers and inverters" \
    p_total_uw 597 \
    layout_setup_ws_ns 2.26 \
    cts_root_buf "clkbuf_8" \
    io_buffers 9 \
    relSlewSlack_pct 56.0 \
    p_int_uw 481 \
    wl_met2_um 1290 \
    syn_area_per_cell_um2 10.3 \
    mappedNetlistArea_mm2 0.00196 \
    cts_hold_buf 0 \
    fin_crit_sh_pct 55.7 \
    fin_area_mm2 0.00222 \
    synth_cell_types 35 \
    grt_first_pass_wirelength_um 5420 \
    initialDrtViolationCount 71 \
    drive_gt1_share_pct 7.84 \
    grt_pass1_vias 1225 \
    critPathRequiredTime_ns 4.08 \
    dieArea_mm2 0.00518 \
    place_area_mm2 0.00210 \
    hold_slack_ns 0.431 \
    leakage_nw 0.881 \
    final_util_pct 46.9 \
    setup_viol 0 \
    p_sw_share_pct 19.4 \
    synth.area.top_cells "dfrtp_1 (31%), dfxtp_1 (19%), xnor2_1 (11%), xor2_1 (4.5%), nand4_1 (3.8%)" \
    yosys_area_mm2 0.00196 \
    critPathKind "flop to output pin" \
    cap_violations 0 \
    io_pins 14 \
    cts_setup_buffers 0 \
    chipWidth_um 72.0 \
    cp_cell_sequence "nor2b_1, and2_0, o21ai_0, o31a_1, clkdlybuf4s50_1" \
    ys.flop_type "dfrtp_1" \
    cp-start-kind "flop" \
    totalWireLength_um 2980 \
    wl_met1_um 1560 \
    die_h_um 72.0 \
    slowest_stage "clkdlybuf4s50_1" \
    critPathBufInv 1 \
    status "complete, no violations" \
    synthArstFlopShare_pct 55.8 \
    yosysWarnings 2 \
    track_usage_pct 13.3 \
    antenna_found_initial 0 \
    p_comb_share_pct 0.8 \
    synth_seq_share_pct 50.1 \
    fin_crit_ns 2.84 \
    common_cells "xnor2_1 (25), dfrtp_1 (24), dfxtp_1 (19), nand2_1 (15), nor2_1 (15)" \
    yosys.area.top_type "dfrtp_1" \
    p_per_area_mw_per_mm2 269 \
    clkPwrFrac_pct 42.5 \
    firstDrtPassIters 4 \
    top_layer "met4" \
    cts_sinks 43 \
    wl_per_cell_um 11.0 \
    ys_cells 190 \
    core_area_mm2 0.00472 \
    hold_viol 0 \
    largest_register_ffs 22 \
    max_freq_mhz 352 \
    cp_slowest_stage_delay_ns 0.46 \
    worstPathArrival_ns 1.82 \
    ant_nets 0 \
    vias 1313 \
    htree_num_levels 2 \
    critical_path_peak_fanout 7 \
    numCtsBuffers 5 \
    clockBufferDepth 2 \
    fp_util_pct 41.5 \
    warnings 25 \
    peakVddDrop_v 0.000180 \
    hp-class "flop to flop" \
    dp_worst_setup_slack_ns 2.57 \
    seq_power_share_pct 56.7 \
    fp-row-count 25 \
    rsz0062_at_grt "false" \
    drv_slew 0 \
    antenna_cells 0 \
    grt_overflow 0 \
    worst_slew_pin_slew_ns 0.655 \
    edf_count 0 \
    cp-end-kind "output pin" \
    insertion_delay_ns 0.29 \
    fin_cells 271 \
    placed_cells 263 \
    place_congestion 0.820 \
    finClkSkew_ns 0.00375 \
    synth-seq-cells 43 \
    synthCells 190 \
    final.setup.tns_ns 0 \
    area_growth_pct 13.1 \
    grt_max_degree 25 \
    via_per_inst 4.85 \
    drc 0 \
    hpwl_um 2060 \
    post_cts_resized 0 \
    clk_pin_slew_worst_paths_ns 0.08 \
    met3_length_um 92 \
    netlist.area_leader.share_pct 30.7 \
    p_sw_uw 116 \
]
==> area by class of cell <==
type	count	area, um2
inverter	5	18.8
fill	435	2510
multi-input combinational	138	918
timing repair buffer	10	97.6
sequential	43	981
clock buffer	7	108
clock inverter	1	8.76
tap	67	83.8
==> routing by layer <==
metal	global-route usage, %	up-vias
met3	2.54	5
met5	0	-
li1	-	689
met1	20.8	607
met2	20.8	12
met4	1.53	0
==> worst paths after layout <==
kind                                     startpoint  slack (ns)  cells after the start                   to
worst max-delay path                     pos_reg[0]        2.26                      5              sseg[1]
min in group asynchronous                   reset_n        1.09                      2  time_counter_reg[7]
worst max register to register  time_counter_reg[0]        2.99                      5           pos_reg[0]
worst min register to register   disp_unit.q_reg[0]        0.43                      1   disp_unit.q_reg[0]
worst min-delay path             disp_unit.q_reg[0]        0.43                      1   disp_unit.q_reg[0]
max in group asynchronous                   reset_n        3.79                      2  time_counter_reg[1]
==> cells in the final DEF (no fill, tap or decap), drive strengths merged <==
cell type / instances
buf: 1
a21oi: 1
o31a: 1
dfxtp: 19
conb: 4
and2: 3
and4: 1
mux2: 2
nor4bb: 2
nor3: 5
clkdlybuf4s50: 9
xnor2: 25
nand2b: 1
nand4: 13
nor2: 15
nand2: 15
nor2b: 2
and3: 5
a41oi: 1
dfrtp: 24
nand3: 12
nor4: 9
ha: 2
o21ai: 1
or4: 1
or2: 1
o32a: 1
a311oi: 2
a31oi: 1
clkbuf: 7
xor2: 10
nor3b: 2
inv: 6
==> kinds of logic after synthesis <==
family / count (synthesis) / share of synthesized area (%)
muxes: 2 / 1.15
buffers and inverters: 12 / 3.64
other: 1 / 0.191
adders and majority gates: 2 / 1.28
and+or+nand+nor: 87 / 24.9
xor gates and xnor gates: 35 / 15.6
DFF: 43 / 50.1
AOI/OAI and AO/OA: 8 / 3.13
==> power by group through the flow <==
stage,clock network (mW),logic (mW),registers (mW)
after CTS,0.264,0.00513,0.338
after global routing,0.278,0.00586,0.338
final,0.254,0.00474,0.338
Power figures rest on the tool's default switching activity, not on a simulated workload.
